==> design.v <==
module URP_PCIE_CRC32_GEN
#(
    parameter   DATA_WIDTH              = 224,
    parameter   CRC_WIDTH               = 32
)
(
    input   wire    [DATA_WIDTH-1:0]    data_i,
    output  logic   [CRC_WIDTH-1:0]     checksum_o
);
    logic           [DATA_WIDTH-1:0]    dividend;
    logic           [CRC_WIDTH-1:0]     crc_temp;
    always_comb begin
        dividend                            = data_i;
        crc_temp                            = 32'h00000000;
        for (int unsigned i = 0; i < DATA_WIDTH; i = i + 1) begin
            if (crc_temp[CRC_WIDTH-1] != dividend[DATA_WIDTH-1]) begin
                crc_temp                        = (crc_temp << 1) ^ 32'h814141AB;
            end 
            else begin
                crc_temp                        = crc_temp << 1;
            end
            dividend                            = dividend << 1;
        end
    end
    assign  checksum_o                  = crc_temp;   
endmodule
module URP_PCIE_RX_DATA_LINK_LAYER (
    input   logic                   clk,
    input   logic                   rst_n,
    input   logic   [267:0]         tlp_data_i,  
    input   logic                   tlp_data_valid_i,  
    output  logic                   tlp_data_ready_o,  
    output  logic   [31:0]          dllp_o,  
    output  logic                   dllp_valid_o,  
    input   logic                   dllp_read_i,  
    output  logic   [223:0]         tlp_data_o,  
    output  logic                   tlp_data_valid_o,  
    input   logic                   tlp_data_ready_i  
);
    logic [31:0]                lcrc_computed;       
    logic [31:0]                lcrc_received;       
    logic                       lcrc_valid;          
    logic [11:0]                sequence_number;     
    logic [11:0]                sequence_expected;   
    logic                       nak_scheduled_flag; 
    logic                       ack_scheduled_flag;
    logic [31:0]                dllp_data_gen;       
    logic lcrc_valid_o;
    logic [267:0] tlp_data_with_crc;
    logic [235:0] tlp_data_no_crc;
    logic [223:0] tlp_data_reg;
    logic valid;
    URP_PCIE_CRC32_GEN #(
        .DATA_WIDTH(236),   
        .CRC_WIDTH(32)      
    ) lcrc_gen (
        .data_i(tlp_data_i[267:32]),  
        .checksum_o(lcrc_computed)                     
    );
    always_comb begin
        lcrc_valid = 1'b1;
        lcrc_received = tlp_data_i[31:0];   
        if (lcrc_computed == lcrc_received) begin
            lcrc_valid = 1'b1;  
        end else begin
            lcrc_valid = 1'b0;
        end
    end
    always_ff @(posedge clk or negedge rst_n) begin
        if (!rst_n) begin
            sequence_expected <= 12'b0;   
            ack_scheduled_flag <= 1'b0;  
            nak_scheduled_flag <= 1'b0;  
            tlp_data_reg <= 223'b0;
            valid <= 1'b0;
            dllp_data_gen <= 32'd0;
            dllp_valid_o <= 1'b0;
            sequence_number <= 12'b0;
        end else if ( tlp_data_valid_i == lcrc_valid ) begin
            sequence_number = tlp_data_i[267:256];  
            if (sequence_number > sequence_expected) begin
                nak_scheduled_flag <= 1'b1;   
                ack_scheduled_flag <= 1'b0;   
                valid <= 1'b0;
            end else if (sequence_number < sequence_expected) begin
                nak_scheduled_flag <= 1'b0;   
                ack_scheduled_flag <= 1'b1;   
                valid <= 1'b1;
            end else if(sequence_number == sequence_expected) begin  
                tlp_data_reg <= tlp_data_i[255:32];
                valid <= 1'b1;
                sequence_expected <= sequence_expected + 1;  
            end
        end
    end
    always_ff @(posedge clk or negedge rst_n) begin
        if (!rst_n) begin
            dllp_data_gen <= 32'd0;
            dllp_valid_o <= 1'b0;
        end else if (tlp_data_valid_i && lcrc_valid) begin
            if (ack_scheduled_flag) begin  
                dllp_data_gen <= {20'b0,sequence_expected-1};  
                dllp_valid_o <= 1'b1;  
            end else if (nak_scheduled_flag) begin  
                dllp_data_gen <= {3'b0, 1'b1, 16'b0, sequence_expected};  
                dllp_valid_o <= 1'b1;  
            end else begin  
                dllp_valid_o <= 1'b0;  
            end
        end
    end
    assign tlp_data_o = tlp_data_reg;   
    assign tlp_data_valid_o = tlp_data_valid_i && lcrc_valid && valid;  
    assign tlp_data_ready_o = tlp_data_ready_i;  
    assign dllp_o = dllp_data_gen;
endmodule
==> run.sh <==
#!/bin/bash
# OpenROAD 26Q1-2900-gdf79404cd8, Yosys 0.63+post, stock flow scripts
make -C /OpenROAD-flow-scripts/flow DESIGN_CONFIG=/design/flow/config.mk WORK_HOME=/design/flow/orfs finish
==> config.mk <==
export PLATFORM = sky130hd
export DESIGN_NAME = URP_PCIE_RX_DATA_LINK_LAYER
export DESIGN_NICKNAME = URP_PCIE_RX_DATA_LINK_LAYER
export VERILOG_FILES = /design/flow/design.v
export SDC_FILE = /design/flow/constraint.sdc
export NUM_CORES = 4
export LEC_CHECK = 1
export CORE_UTILIZATION = 30
==> constraint.sdc <==
current_design URP_PCIE_RX_DATA_LINK_LAYER

set clk_period 78.0
set clk_io_pct 0.2

create_clock -name clk0 -period $clk_period [get_ports {clk}]

set non_clock_inputs [all_inputs -no_clocks]
set_input_delay [expr $clk_period * $clk_io_pct] -clock clk0 $non_clock_inputs
set_output_delay [expr $clk_period * $clk_io_pct] -clock clk0 [all_outputs]
==> changes_impl.md <==
### Physical design

- Tool warnings: 26
- CP required: 62.40 ns
- Sequential area share after synthesis: 16.7%
- Synth Instances: 2849
- Cell Rows: 125
- CTS resizes: 0
- # DRC: 0
- Core ar.: 0.117 mm^2
- YS chip area: 0.0354 mm^2
- HP Start: tlp_data_reg[170]
- Clk slew on worst S/H paths: 0.06 ns
- CP Capture Type: output port
- IO Port Bufs: 495
- Main flop type: dfrtp_1
- Gr ovfl total: 0
- FFs w/ async S/R, synth: 100%
- Final period util: 63.3%
- Total number of vias: 21.8k
- Worst Hold Class: flop to flop
- FF-to-FF setup slack: 73.58 ns
- Number of clock sinks: 237
- Final hold viol count: 0
- Synth Warn #: 68
- Reg2reg path depth: 15
- Routability Congestion: 0.961
- Share of cells above drive strength 1: 8.36%
- Cell mode on critical path: xnor3_1
- Chip area: 0.119 mm^2
- Largest net degree at the start of global routing: 72
- GRT Total Usage: 20.3%
- Setup TNS: 0 ns
- Initial antenna violation count: 8
- Number of routed nets with antenna violations: 0
- Mapped Area: 0.0354 mm^2
- Max stage delay on crit path: 0.89 ns
- Number of diodes: 0
- RSZ-0062 raised after global routing: false
- DIE HEIGHT: 346 um
- Vias in the first global route: 22.8k
- TritonCTS clock tree: yes
- DR pass1 iterations: 5
- WHS Endpoint: tlp_data_reg[170]
- H-tree depth: 1
- Distinct lib cells used: 45
- Ys cells: 2849
- Hold buffers post-CTS: 0
- Reg-to-Reg Start: sequence_expected[1]
- Outcome: finished, final reports clean
- Period minus WS final: 49.38 ns
- FF+latch count, synth: 237
- Final core occ: 36.9%
- Kind of critical path: input port to output port
- R2r endpoint: tlp_data_reg[55]
- CP max FO: 10
- Hold slack: 0.472 ns
- Syn avg cell area: 12.4 um^2
- Die width: 346 um
- Worst slack at placement: 28.65 ns
- Highest-delay cell along the critical path: clkdlybuf4s50_1
- CTS buffer count: 30
- Post-synth EDFFs: 0
- PnR worst setup slack: 28.62 ns
- # Post-CTS Setup Buffers: 0
- Max Root-Sink Buffers: 3
- WP data arrival: 33.78 ns
- Max transition margin: 40.4%
- Skew final: 0.0391 ns
- Final WL: 116000 um
- Late-Pin Clk Latency: 0.64 ns
- Io pins: 532
- Fp_density: 30.4%
- Placed wire-length estimate: 96800 um
- Number of flip-flops in the largest register: 224
- Fmax: 0.0203 GHz
- Worst-Margin Slew: 0.888 ns
- Root buffer cell: clkbuf_16
- Layout area overhead: 21.6%
- Post-DR wirelength/cell: 23.9 um
- DRT iter0 DRCs: 1040
- First-pass GRT wire length: 167000 um
- Worst Setup Start Kind: input port
- Fill count: 11.2k
- Vias per Instance: 4.47
- Setup Viol. Count Final: 0
- Pins over their slew limit: 0
- Hold path depth: 2
- Max Cap Violations: 0
worst max-delay path by stage:
stage,startpoint,end,slack [ns]
after CTS,tlp_data_i[263],tlp_data_valid_o,28.61
after global routing,tlp_data_i[263],tlp_data_valid_o,27.92
final,tlp_data_i[263],tlp_data_valid_o,28.62
logic make-up after synthesis:
kind of cell / Yosys count / share of synthesized area [%]
xor gates and xnor gates: 1711 / 72.2
and+or+nand+nor: 738 / 8.13
DFF: 237 / 16.7
buffers and inverters: 122 / 1.88
AOI/OAI and AO/OA: 22 / 0.438
adders and majority gates: 14 / 0.494
muxes: 4 / 0.113
other: 1 / 0.0106
routing by layer:
layer | wire length, um | part of all wire, % | up-vias | global-route usage, %
li1 | - | - | 10200 | -
met1 | 48200 | 41 | 10600 | 27.9
met2 | 53400 | 46 | 849 | 31.1
met3 | 12800 | 11 | 83 | 8.91
met4 | 1560 | 1.3 | 16 | 2.17
met5 | 318 | 0.27 | - | 1.40
critical path, delay by kind of cell:
family                     cells  cell delay, ns
AOI/OAI and AO/OA              2            0.79
and+or+nand+nor                3            0.74
xor gates and xnor gates      29           15.01
adders and majority gates      1            0.19
buffers and inverters          2            1.39
Yosys cell counts, types with 14 or more instances:
cell | instances | area share, %
dfrtp_1 | 237 | 17
buf_4 | 41 | 0.87
clkbuf_1 | 48 | 0.51
xnor2_2 | 61 | 2.8
xnor2_1 | 681 | 17
xnor3_2 | 61 | 4.1
xor3_2 | 17 | 1.2
xnor3_1 | 487 | 31
xor3_1 | 97 | 6.5
ha_1 | 14 | 0.49
xor2_2 | 34 | 1.6
nor3_1 | 14 | 0.20
xnor2_4 | 18 | 1.4
inv_1 | 15 | 0.16
xor2_1 | 245 | 6.1
nand2_1 | 679 | 7.2
per-stage QoR:
step / instances / area [um^2]
floorplan: 2881 / 35500
global placement: 4816 / 42000
detailed placement: 4816 / 42000
CTS: 4872 / 43100
global route: 4872 / 43100
finish: 4872 / 43100
layout by cell type (no fill, tap or decap), types with 6 or more instances in the layout:
master,n
buf_4,23
bufinv_16,6
clkbuf_16,30
clkdlybuf4s50_1,494
conb_1,33
dfrtp_1,237
ha_1,14
inv_1,14
nand2_1,678
nand3_1,11
nand4_1,6
nor2_1,7
nor3_1,14
xnor2_1,681
xnor2_2,61
xnor2_4,18
xnor3_1,487
xnor3_2,61
xor2_1,245
xor2_2,34
xor2_4,10
xor3_1,97
xor3_2,17
layout make-up:
| type | count | area, um^2 | area share (%) |
|---|---|---|---|
| clock buffers | 39 | 825 | 1.91 |
| repair buffers | 518 | 5130 | 11.9 |
| well taps | 1524 | 1910 | 4.42 |
| clock inverters | 17 | 277 | 0.642 |
| flip-flops and latches | 237 | 5930 | 13.8 |
| multi-input cells | 2522 | 29000 | 67.2 |
| inverters | 15 | 63.8 | 0.148 |

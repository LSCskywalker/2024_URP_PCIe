**flow/design.v**
```verilog
module URP_PCIE_FIFO #(
    parameter DEPTH_LG2     = 4,
    parameter DATA_WIDTH    = 32,
    parameter AFULL_THRES   = ((1<<DEPTH_LG2)-1),
    parameter AEMPTY_THRES  = 1
)
(
    input   wire            clk,
    input   wire            rst_n,
    output  wire                    full_o,
    output  wire                    afull_o,
    input   wire                    wren_i,
    input   wire [DATA_WIDTH-1:0]   wdata_i,
    output  wire                    empty_o,
    output  wire                    aempty_o,
    input   wire                    rden_i,
    output  wire [DATA_WIDTH-1:0]   rdata_o
);
    localparam FIFO_DEPTH           = (1<<DEPTH_LG2);
    reg [DATA_WIDTH-1:0]            data[FIFO_DEPTH]; 
    reg                             full, full_n,
                                    afull, afull_n;
    reg                             empty, empty_n,
                                    aempty, aempty_n;
    reg [DEPTH_LG2:0]               wrptr, wrptr_n,
                                    rdptr, rdptr_n;
    reg [DEPTH_LG2-1:0]             cnt, cnt_n;
    always_ff @(posedge clk)
        if(!rst_n) begin
            full                    <= 1'b0;
            afull                   <= 1'b0;
            empty                   <= 1'b1;
            aempty                  <= 1'b1;
            wrptr                   <= {(DEPTH_LG2+1){1'b0}};
            rdptr                   <= {(DEPTH_LG2+1){1'b0}};
            cnt                     <= {DEPTH_LG2{1'b0}};
            for (int i=0; i<FIFO_DEPTH; i++) begin
                data[i]             <= {DATA_WIDTH{1'b0}};
            end
        end
        else begin
            full                    <= full_n;
            afull                   <= afull_n;
            empty                   <= empty_n;
            aempty                  <= aempty_n;
            wrptr                   <= wrptr_n;
            rdptr                   <= rdptr_n;
            cnt                     <= cnt_n;
            if (wren_i) begin
                data[wrptr[DEPTH_LG2-1:0]]  <= wdata_i;
            end
        end
    always_comb begin
        wrptr_n                     = wrptr;
        rdptr_n                     = rdptr;
        cnt_n                       = cnt;
        if (wren_i & ~full) begin
            wrptr_n                 = wrptr + 'd1;
            cnt_n                   = cnt + 'd1;
        end
        if (rden_i & ~empty) begin
            rdptr_n                 = rdptr + 'd1;
            cnt_n                   = cnt - 'd1;
        end
        full_n                      = (wrptr_n[DEPTH_LG2]!=rdptr_n[DEPTH_LG2])
                                     &(wrptr_n[DEPTH_LG2-1:0]==rdptr_n[DEPTH_LG2-1:0]);
        afull_n                     = (cnt_n >= AFULL_THRES);
        empty_n                     = (wrptr_n == rdptr_n);
        aempty_n                    = (cnt_n <= AEMPTY_THRES);
    end
    // synthesis translate_off
    always @(posedge clk) begin
        if (full_o & wren_i) begin
            $display("@%t FIFO %m overflow", $time);
            @(posedge clk);
            $finish;
        end
    end
    always @(posedge clk) begin
        if (empty_o & rden_i) begin
            $display("@%t FIFO %m underflow", $time);
            @(posedge clk);
            $finish;
        end
    end
    // synthesis translate_on
    assign  full_o                  = full;
    assign  afull_o                 = afull;
    assign  empty_o                 = empty;
    assign  aempty_o                = aempty;
    assign  rdata_o                 = data[rdptr[DEPTH_LG2-1:0]];
endmodule
```
**flow/run.sh**
```bash
#!/bin/bash
# OpenROAD 26Q1-2900-gdf79404cd8, Yosys 0.63+post, stock flow scripts
make -C /OpenROAD-flow-scripts/flow DESIGN_CONFIG=/design/flow/config.mk WORK_HOME=/design/flow/orfs finish
```
**flow/config.mk**
```make
export PLATFORM = sky130hd
export DESIGN_NAME = URP_PCIE_FIFO
export DESIGN_NICKNAME = URP_PCIE_FIFO
export VERILOG_FILES = /design/flow/design.v
export SDC_FILE = /design/flow/constraint.sdc
export NUM_CORES = 4
export LEC_CHECK = 1
export CORE_UTILIZATION = 40
```
**flow/constraint.sdc**
```tcl
current_design URP_PCIE_FIFO

set clk_period 16.0
set clk_io_pct 0.2

create_clock -name clk0 -period $clk_period [get_ports {clk}]

set non_clock_inputs [all_inputs -no_clocks]
set_input_delay [expr $clk_period * $clk_io_pct] -clock clk0 $non_clock_inputs
set_output_delay [expr $clk_period * $clk_io_pct] -clock clk0 [all_outputs]
```
==> run_results.csv <==
group,metric,value,unit
run_status,outcome,"complete, no violations",
critical_path,crit_top_cell,"buf_4",
die,chip_area,0.0617,mm^2
global_route,grt_max_degree,110,
final_timing,setup_viol,0,
layout,layout-drive-gt1-share,17.0,%
job,timing.max_cap.violations,0,
critical_path,critPathMaxFanout,34,
die,ios,72,
critical_path,r2r.worst_path.cells,6,
clocking,clock_sinks,530,
clocking,cts-buffers-inserted,54,
yosys,avgSynthCellArea,15.1,um^2
clocking,clkLatencyLatePin,0.59,ns
final_timing,finalMaxSlewViolations,0,
clocking,cts_root_buf,"clkbuf_16",
die,die_h,248,um
clocking,cts.clk_slew.worst_paths,0.06,ns
final_timing,rsz0062_at_grt,"false",
global_route,grt_pass1_wl,90100,um
die,fp_util,40.8,%
global_route,antenna_found_initial,0,
layout,syn_to_final_growth,12.0,%
routing,routed_wl,58500,um
critical_path,cp_data_arrival_time,4.19,ns
layout,fin_area,0.0272,mm^2
yosys,yosysChipArea,0.0243,mm^2
final_timing,slew_headroom,38.7,%
pwr,peakVddDrop,0.0745,mV
placement,place_area,0.0255,mm^2
critical_path,worstPathRequired,12.80,ns
pwr,p_leak,11.1,nW
routing,vias,13731,
final_timing,tns,0,ns
yosys,ys.flops,530,
final_timing,fin_crit,7.39,ns
die,rows,89,
yosys,synth-edff-count,512,
job,warning_count,31,
pwr,power.density,117,mW/mm^2
layout,final-comb-area,0.00777,mm^2
routing,dr.pass1.iters,7,
clocking,hold_buffers,0,
global_route,grt_use_total,21.3,%
clocking,postCtsSetupRepairBufs,0,
critical_path,path_depth,7,
yosys,yosysSeqAreaShare,64.8,%
critical_path,path_class,"reg -> out",
final_timing,fmax,135,MHz
critical_path,worstSetupStartpointType,"flip-flop",
layout,fillCellCount,5011,
min_path,hold_class,"reg -> reg",
critical_path,worst_path_largest_cell_delay,0.67,ns
yosys,ys_warn_count,2,
routing,wire_per_inst,24.5,um
global_route,grt_pass1_vias,14899,
clocking,cts_tree,"built",
critical_path,end_kind,"primary output",
final_timing,hold_viol,0,
yosys,synthFlopType,"edfxtp_1",
final_timing,period_used_share,46.2,%
placement,place.gp.congestion,0.794,
yosys,top_area_cell,"edfxtp_1",
die,core,0.0595,mm^2
placement,io_buffers,71,
yosys,top_cell_area_share,63.4,%
layout,fin_util,45.7,%
layout,seq_area,0.0158,mm^2
yosys,ys_async_sr_fraction,0,%
critical_path,path_buffers,3,
clocking,cts_resized,0,
yosys,ys_types,35,
critical_path,crit_family,"buffers and inverters",
min_path,holdPathStages,2,
yosys,synthTopCellsByArea,"edfxtp_1 63%, and3_1 13%, mux4_2 12%",
clocking,clk_path_buf_depth,3,
routing,drtIter0Drc,910,
routing,diodes,0,
global_route,overflow,0,
die,die_x,248,um
yosys,ys_cells,1602,
routing,drc,0,
yosys,syn_area,0.0243,mm^2
critical_path,path_cells,"buf_4, buf_4, mux4_2, nor2b_1, a211oi_1, a21oi_1, clkdlybuf4s50_1",
clocking,ctsHtreeMaxLevel,2,
critical_path,cp_slowest_cell,"buf_4",
yosys,synth_cells,1602,
placement,hpwl,31400,um
final_timing,fin_skew,0.0105,ns
final_timing,worst_pin_slew,0.919,ns
routing,ant_nets,0,
routing,via_per_inst,5.75,
==> Yosys cell counts, types with 3 or more instances <==
master,count
nand2_1,34
xnor2_1,11
nor2b_1,34
buf_6,6
xor2_1,4
a211oi_1,33
dfxtp_1,18
nor2_1,12
edfxtp_1,512
buf_4,5
buf_12,3
buf_2,10
buf_1,3
ha_1,7
a21oi_1,33
nand2b_1,3
mux2i_1,34
o21ai_0,3
and3_1,513
clkbuf_1,168
nand4_1,4
mux4_2,128
inv_1,5
and2_1,6
==> stage by stage <==
| step | power [mW] | worst slack, ns | instances | hold slack [ns] |
|---|---|---|---|---|
| floorplan | 1.86 | 10.92 | 1602 | 0.487 |
| global placement | 1.99 | 9.04 | 2291 | 0.507 |
| detailed placement | 2.00 | 9.05 | 2291 | 0.508 |
| CTS | 3.20 | 8.41 | 2387 | 0.544 |
| global route | 3.29 | 8.22 | 2387 | 0.605 |
| finish | 3.17 | 8.61 | 2387 | 0.540 |
==> flip-flops by register name (all words and copies together), names as in the netlist <==
register  count
aempty        1
afull         1
cnt           4
data        512
empty         1
full          1
rdptr         5
wrptr         5
==> tightest hold or removal path, cell delays in order, from the launching register on <==
cell and delay, ns:
dfxtp_1 0.33, xor2_1 0.10, nor2_1 0.08
==> layout by cell type, fill, tap and decap left out, types with 6 or more instances in the layout <==
cell type	instances
a21oi_1	33
and3_1	513
buf_4	41
nor2b_1	34
a211oi_1	33
clkbuf_16	55
and2_1	6
xnor2_1	11
clkdlybuf4s50_1	71
dfxtp_1	14
edfxtp_1	512
nand2_1	18
clkinv_2	13
nor2_1	8
mux4_2	128
mux2i_1	34
clkinv_1	16
nand2_2	16
==> metal layers <==
layer / GRT usage [%] / share of wire, %
met1: 29.6 / 39
met2: 32.1 / 48
met3: 11.4 / 12
met4: 3.62 / 2.2
met5: 0.397 / 0
==> report_power, final <==
part / switching (mW) / total [mW] / internal, mW
combinational: 0.197 / 0.357 / 0.160
sequential: 0.0256 / 1.60 / 1.58
clock: 0.522 / 1.21 / 0.687
total: 0.744 / 3.17 / 2.42
==> layout make-up <==
class	instances	area share (%)
clock buffer	60	5.13
multi-input combinational	871	28.6
timing repair buffer	112	3.75
clock inverter	36	1.00
tap	773	3.56
sequential	530	57.9
inverter	5	0.0690
==> path summary, 6_finish.rpt <==
| path | from | to | slack, ns |
|---|---|---|---|
| setup / recovery | rdptr[0] | rdata_o[6] | 8.61 |
| setup reg to reg | wrptr[3] | data[15][10] | 12.92 |
| hold reg to reg | rdptr[4] | rdptr[4] | 0.54 |
| hold / removal | rdptr[4] | rdptr[4] | 0.54 |
==> logic make-up (layout without fill, tap and decap cells) <==
kind of cell	after synthesis	after routing	share of synthesized area, %
and+or+nand+nor	614	614	15.4
adders and majority gates	7	7	0.361
DFF	530	530	64.8
xor gates and xnor gates	16	16	0.608
muxes	162	162	13.3
buffers and inverters	201	213	3.64
AOI/OAI and AO/OA	72	72	1.85
Power is estimated from default activity; no workload was simulated.

## ./design.v

```verilog
module URP_PCIE_CRC32_ENC
#(
    parameter   DATA_WIDTH              = 512,
    parameter   CRC_WIDTH               = 32
)
(
    input   wire                        clk,
    input   wire                        rst_n,
    input   wire                        valid_i,
    input   wire    [DATA_WIDTH-1:0]    data_i,
    output  logic                       valid_o,
    output  logic   [DATA_WIDTH-1:0]    data_o,
    output  logic   [CRC_WIDTH-1:0]     checksum_o
);
    logic           [CRC_WIDTH-1:0]     checksum,       checksum_n;
    URP_PCIE_CRC32_GEN                           u_crc_gen_enc
    (
        .data_i                         (data_i),
        .checksum_o                     (checksum_n)
    );
    always_ff @(posedge clk)
        if (!rst_n) begin
            valid_o                     <= 1'b0;
            checksum                    <= {$bits(checksum_o){1'bx}};
        end
        else begin
            valid_o                     <= valid_i;
            checksum                    <= checksum_n;
        end
    assign  data_o                      = data_i;
    assign  checksum_o                  = checksum;
endmodule
module URP_PCIE_CRC32_GEN
#(
    parameter   DATA_WIDTH              = 224,
    parameter   CRC_WIDTH               = 32
)
(
    input   wire    [DATA_WIDTH-1:0]    data_i,
    output  logic   [CRC_WIDTH-1:0]     checksum_o
);
    logic           [DATA_WIDTH-1:0]    dividend;
    logic           [CRC_WIDTH-1:0]     crc_temp;
    always_comb begin
        dividend                            = data_i;
        crc_temp                            = 32'h00000000;
        for (int unsigned i = 0; i < DATA_WIDTH; i = i + 1) begin
            if (crc_temp[CRC_WIDTH-1] != dividend[DATA_WIDTH-1]) begin
                crc_temp                        = (crc_temp << 1) ^ 32'h814141AB;
            end 
            else begin
                crc_temp                        = crc_temp << 1;
            end
            dividend                            = dividend << 1;
        end
    end
    assign  checksum_o                  = crc_temp;   
endmodule
```

## ./run.sh

```bash
#!/bin/bash
# OpenROAD 26Q1-2900-gdf79404cd8, Yosys 0.63+post, stock flow scripts
make -C /OpenROAD-flow-scripts/flow DESIGN_CONFIG=/design/flow/config.mk WORK_HOME=/design/flow/orfs finish
```

## ./config.mk

```make
export PLATFORM = sky130hd
export DESIGN_NAME = URP_PCIE_CRC32_ENC
export DESIGN_NICKNAME = URP_PCIE_CRC32_ENC
export VERILOG_FILES = /design/flow/design.v
export SDC_FILE = /design/flow/constraint.sdc
export NUM_CORES = 4
export LEC_CHECK = 1
export CORE_AREA = 10 10 421 421
export DIE_AREA = 0 0 431 431
```

## ./constraint.sdc

```tcl
current_design URP_PCIE_CRC32_ENC

set clk_period 83.0
set clk_io_pct 0.2

create_clock -name clk0 -period $clk_period [get_ports {clk}]

set non_clock_inputs [all_inputs -no_clocks]
set_input_delay [expr $clk_period * $clk_io_pct] -clock clk0 $non_clock_inputs
set_output_delay [expr $clk_period * $clk_io_pct] -clock clk0 [all_outputs]
```

==> results.yml <==
# implementation run metrics
run_status:
  status: "complete, no violations"
logic_synthesis:
  ys_sh_simple_pct: 0.0219
  ys_warn_count: 3
  syn_area_per_cell_um2: 13.4
  netlist_area_um2: 28500
  yosysMostFrequentCell: "xnor2_1"
  yosys-top-cells-count: "594 x xnor2_1, 520 x buf_4, 483 x xnor3_1, 219 x xor2_1, 87 x xor3_1"
  ys_sh_xor_pct: 83.8
  logic_family: "XOR/XNOR gates"
  ys.flops: 33
  async_reset_ff_share_pct: 0
  mux_share_pct: 0
  ys.flop_type: "dfxtp_1"
  aoi_share_pct: 0
  ys_cells: 2132
  top_cells_by_area: "xnor3_1 38%, xnor2_1 18%, buf_4 14%"
  ys_area_um2: 28500
  synth-edff-count: 0
  yosys.stat.seqShare_pct: 2.32
  synth_cell_types: 16
  top_area_cell: "xnor3_1"
  synth_cells: 2132
  adder_share_pct: 0
  yosys.area.top_type_share_pct: 38.1
timing:
  finalMaxSlewViolations: 0
  tightest_slew_ps: 966
  rsz0062_at_grt: "false"
  timing.final.crit_share_pct: 41.7
  fmax_mhz: 28.9
  fin_crit_ps: 34630
  setup_viol: 0
  slew_headroom_pct: 35.3
  tns_ps: 0
  hold_viol: 0
die:
  dieArea_um2: 186000
  die_x_um: 431
  core_area_um2: 168000
  fp.dieH_um: 431
  pin_count: 1060
  fp-utilization_pct: 17.0
  row_count: 150
detailed_routing:
  drc: 0
  vias_per_cell: 3.44
  routedWlPerCell_um: 25.7
  ant_nets: 0
  vias: 14900
  dr.pass1.iters: 5
  drt_first_iter_violations: 679
  wl_mm: 111
placed_design:
  dpl.hpwl_mm: 99.5
  routabilityCongestion: 0.945
  port-buffer-count: 483
global_routing:
  grt_pass1_wl_mm: 148
  grt_start_max_net_pins: 12
  grt_util_all_layers_pct: 11.8
  overflow: 0
  grt_pass1_vias: 16800
  antenna_found_initial: 3
run:
  cap_violations: 0
  warning_count: 25
clock_network:
  cts_buffers: 5
  post_cts_resized: 0
  cts_setup_buffers: 0
  holdBufCountCts: 0
  clk_path_buf_depth: 2
  cts_tree: "built"
  cts-root-buf: "clkbuf_16"
  clk_pin_slew_ps: 50
  cts_max_level: 2
  clock-sinks: 33
worst_setup_path:
  critical_path_depth: 2
  cp_top_family: "buffers and inverters"
  start_kind: "input pin"
  critPathMaxStageDelay_ps: 850
  critical_path_class: "input pin to output pin"
  worstPathRequired_ps: 66400
  crit_buf_inv: 2
  arrival_ps: 18030
  path_cells: "clkdlybuf4s50_1 > clkdlybuf4s50_1"
  endpoint_kind: "output pin"
  crit_top_cell: "clkdlybuf4s50_1"
  crit_path_max_fanout: 11
  slowest_stage: "clkdlybuf4s50_1"
hold_path:
  worstHoldPathCells: 2
  hold_class: "input pin to register"
final_layout:
  syn_to_final_growth_pct: 14.2
  drive_gt1_share_pct: 10.5
==> cell families after synthesis <==
family	after synthesis
XOR/XNOR	1567
buffers and inverters	531
flip-flops	33
AND/OR/NAND/NOR	1
==> cell type report <==
cell class | instances | area [um^2]
fillers | 18000 | 135000
well taps | 2204 | 2760
multi-input cells | 1568 | 23900
diodes | 1 | 2.50
repair buffers | 512 | 5050
clock inverters | 3 | 65.1
clock buffers | 5 | 125
inverters | 2 | 7.51
flip-flops and latches | 33 | 661
==> layer usage <==
layer | vias to the layer above | GRT usage [%] | share of wire [%]
li1 | 6570 | - | -
met1 | 7178 | 13.7 | 38
met2 | 1047 | 19.3 | 47
met3 | 66 | 6.53 | 13
met4 | 18 | 1.48 | 1.6
met5 | - | 2.66 | 0.54
==> placed cells by master (no fill, tap or decap) <==
cell             synthesis  layout
and2_1                   1       1
buf_4                  520      29
bufinv_16                0       2
clkbuf_16                0       5
clkdlybuf4s50_1          0     483
clkinv_2                 0       1
dfxtp_1                 33      33
diode_2                  0       1
inv_1                    2       2
xnor2_1                594     593
xnor2_2                 66      67
xnor2_4                 23      23
xnor3_1                483     483
xnor3_2                 50      50
xnor3_4                  1       1
xor2_1                 219     219
xor2_2                  23      23
xor2_4                   4       4
xor3_1                  87      87
xor3_2                  17      17
==> flip-flops by register name, summed over array words and instances (netlist names) <==
name	cells
valid_o	1
checksum	32
==> stage by stage <==
| step | instance area [um^2] | hold slack, ps | std cells | setup slack [ps] | util, % |
|---|---|---|---|---|---|
| 3_3_place_gp | 32400 | 17170 | 4319 | 48260 | 19.3 |
| 6_report | 32600 | 16900 | 4328 | 48370 | 19.4 |
| 4_1_cts | 32600 | 16890 | 4327 | 48250 | 19.4 |
| 2_1_floorplan | 28500 | 16720 | 2132 | 49700 | - |
| 3_5_place_dp | 32400 | 17180 | 4319 | 48260 | 19.3 |
| 5_1_grt | 32600 | 16900 | 4327 | 48290 | 19.4 |
==> path summary, 6_finish.rpt <==
check	from	end	slack (ps)
setup / recovery	data_i[221]	data_o[221]	48370
hold / removal	valid_i	valid_o	16900
